$ cat design/flow/config.mk
export PLATFORM = sky130hd
export DESIGN_NAME = clockdivider
export DESIGN_NICKNAME = clockdivider
export VERILOG_FILES = /design/flow/design.v
export SDC_FILE = /design/flow/constraint.sdc
export NUM_CORES = 4
export LEC_CHECK = 1
export CORE_AREA = 10 10 70 70
export DIE_AREA = 0 0 80 80
$ cat design/flow/constraint.sdc
current_design clockdivider

set clk_period 1.6
set clk_io_pct 0.2

create_clock -name clk0 -period $clk_period [get_ports {clk}]

set non_clock_inputs [all_inputs -no_clocks]
set_input_delay [expr $clk_period * $clk_io_pct] -clock clk0 $non_clock_inputs
set_output_delay [expr $clk_period * $clk_io_pct] -clock clk0 [all_outputs]
$ cat design/flow/design.v
module clockdivider(clk,clk2,clk4,clk8,rst);
input clk,rst;
reg [3:0]count;
output clk2,clk4,clk8;
reg clk2,clk4,clk8;
always@(posedge clk)
begin
if(rst==0)
count=4'b0000;
else
count=count+1;
clk2=count[1];
clk4=count[2];
clk8=count[3];
end
endmodule
$ cat design/flow/run.sh
#!/bin/bash
# OpenROAD 26Q1-2900-gdf79404cd8, Yosys 0.63+post, stock flow scripts
make -C /OpenROAD-flow-scripts/flow DESIGN_CONFIG=/design/flow/config.mk WORK_HOME=/design/flow/orfs finish
==> metrics.cfg <==
[status]
status = complete, no violations

[logic_synthesis]
postSynthSeqShare_pct = 55.2
syn-cell-area_um2 = 145
top_cell_area_share_pct = 55.2
ys.flop_type = dfxtp_1
edf_count = 0
yosysWarnings = 1
syn_inst = 13
ys_area_um2 = 145
ys_cells = 13
topCellsByArea = dfxtp_1, and2_1, ha_1
synth_cell_types = 9
synthArstFlopShare_pct = 0
top_cells_by_count = dfxtp_1, and2_1
avgSynthCellArea_um2 = 11.2
synth_area_leader_cell = dfxtp_1
ys_ff = 4
synth.most_common_cell = dfxtp_1

[floorplanning]
row_count = 21
die_area_um2 = 6400
die-width_um = 80
fp_util_pct = 4.25
core_um2 = 3420
die_h_um = 80
io_pins = 5

[setup_path]
arrival_ns = 1.12
max_stage_delay_ns = 0.53
cp-end-kind = output port
crit_chain = clkdlybuf4s50_1
crit_slowest_cell = clkdlybuf4s50_1
crit_family = buffers and inverters
critPathMaxFanout = 3
startpoint_type = register
crit_type = register to output port
crit_buf_inv = 1
cp.required_ns = 1.28

[routing]
drcViolationCount = 0
avgViaCountPerCell = 1.73
wire_per_inst_um = 5.73
antenna_cells = 0
num_vias = 114
final_antenna_net_count = 0
drtIter0Drc = 4
wl_um = 378
first_pass_iters = 4

[place]
portBuffers = 4
place_inst = 63
place.gp.congestion = 0.593
dpl.hpwl_um = 293

[power_and_ir_drop]
power-per-cell-area_nw_per_um2 = 976
vdd_drop_max_mv = 0.442
p_leak_uw = 0.000101

[clock_network]
worstSkewPairLatency_ns = 0.23
clock_path_buffers = 2
cts.sinks = 4
cts_hold_buf = 0
clockRootBuffer = clkbuf_4
cts-htree-levels = 1
numCtsBuffers = 3
ctsResizeCount = 0
tritoncts = done
postCtsSetupBuffers = 0
clk_pin_slew_ns = 0.04

[final_timing]
fmax_mhz = 696
setup_viol = 0
tightest_slew_ns = 0.167
hold_viol = 0
period_used_pct = 89.8
slew_headroom_pct = 88.8
slew_violations = 0
finalCriticalPeriod_ns = 1.44
fin_tns_setup_ns = 0
fin_skew_ns = 0.00324
rsz0062_at_grt = false

[final_layout]
syn2layout_area_growth_pct = 82.8
fillers = 410
drive_gt1_share_pct = 15.0
largest_register_ffs = 4
final_cell_count_no_fill = 66

[global_route]
grt_pass1_vias = 116
grt_max_degree = 6
antenna_found_initial = 0
groute.usage.overall_pct = 1.23
grt_first_pass_wirelength_um = 579
overflow = 0

[min_path]
hold_path_class = register to register

[run]
warnings = 25
cap_violations = 0

## final cells by class
class	count	area, µm²	share of cell area (%)
Tap cell	46	57.6	21.7
Timing Repair Buffer	4	40.0	15.1
Multi-Input combinational cell	9	65.1	24.5
Clock buffer	3	22.5	8.49
Sequential cell	4	80.1	30.2
## per-layer routing
layer / track usage, % / vias to the layer above / wire length [µm]
li1: - / 57 / -
met1: 1.73 / 50 / 235
met2: 0.883 / 7 / 83
met3: 1.48 / 0 / 59
met4: 0.528 / 0 / 0
met5: 0 / - / 0
## final timing paths
kind / slack (ns) / startpoint / cells after the start / endpoint
hold / removal: 0.46 / count[0] / 1 / count[0]
hold reg to reg: 0.46 / count[0] / 1 / count[0]
setup / recovery: 0.16 / count[2] / 1 / clk4
setup reg to reg: 0.66 / count[0] / 3 / count[2]
## logic make-up after synthesis
family | Yosys count | synth area share [%]
and+or+nand+nor | 6 | 23.3
muxes | 1 | 6.90
DFF | 4 | 55.2
xor gates and xnor gates | 1 | 6.04
adders and majority gates | 1 | 8.62
## where the power goes
group / internal (µW) / switching [µW]
registers: 107 / 5.31
logic: 15.2 / 7.12
clock network: 83.9 / 40.5
## cell usage in the layout, fill, tap and decap left out
cell type and n:
and2_1 2, clkbuf_4 3, clkdlybuf4s50_1 4, dfxtp_1 4, ha_1 1, mux2i_1 1
nand2_1 1, nand2b_1 1, nand3_1 1, nor2b_1 1, xor2_1 1
## stage by stage
| stage | power, µW | setup slack (ns) | utilization [%] | hold WS [ns] | cell area [µm²] |
|---|---|---|---|---|---|
| after floorplan | 119 | 0.724 | - | 0.421 | 145 |
| final | 259 | 0.163 | 7.77 | 0.463 | 265 |
| after CTS | 267 | 0.140 | 7.77 | 0.462 | 265 |
| after global routing | 285 | 0.117 | 7.77 | 0.472 | 265 |
| after detailed placement | 137 | 0.392 | 7.11 | 0.446 | 243 |
| after global placement | 136 | 0.354 | 7.11 | 0.440 | 243 |
No activity file was given, so power comes from the tool's default toggle rates.
