[config.mk]
export PLATFORM = sky130hd
export DESIGN_NAME = up_down_counter
export DESIGN_NICKNAME = up_down_counter
export VERILOG_FILES = /design/flow/design.v
export SDC_FILE = /design/flow/constraint.sdc
export NUM_CORES = 4
export LEC_CHECK = 1
export CORE_AREA = 10 10 70 70
export DIE_AREA = 0 0 80 80
[constraint.sdc]
current_design up_down_counter

set clk_period 2.1
set clk_io_pct 0.2

create_clock -name clk0 -period $clk_period [get_ports {clk}]

set non_clock_inputs [all_inputs -no_clocks]
set_input_delay [expr $clk_period * $clk_io_pct] -clock clk0 $non_clock_inputs
set_output_delay [expr $clk_period * $clk_io_pct] -clock clk0 [all_outputs]
[design.v]
module up_down_counter(input clk, reset,up_down, output[3:0]  counter );
reg [3:0] counter_up_down;
always @(posedge clk or posedge reset)
begin
if(reset)
 counter_up_down <= 4'h0;
else if(~up_down)
 counter_up_down <= counter_up_down + 4'd1;
else
 counter_up_down <= counter_up_down - 4'd1;
end 
assign counter = counter_up_down;
endmodule
[run.sh]
#!/bin/bash
# OpenROAD 26Q1-2900-gdf79404cd8, Yosys 0.63+post, stock flow scripts
make -C /OpenROAD-flow-scripts/flow DESIGN_CONFIG=/design/flow/config.mk WORK_HOME=/design/flow/orfs finish
==> impl_metrics.yaml <==
# physical design summary
status:
  status: "finished clean"
grt:
  grt_pass1_wl_um: 717
  antenna_found_initial: 0
  grt_max_degree: 5
  grt_pass1_vias: 181
  grt-ovfl-total: 0
  gr-usage-all-layers_pct: 1.35
die:
  ios: 7
  fp.dieW_um: 80
  core_mm2: 0.00342
  die_area_mm2: 0.00640
  fp_util_pct: 6.04
  die_height_um: 80
  fp-row-count: 21
final_layout:
  layout-drive-gt1-share_pct: 15.4
  top_register: "counter_up_down"
  largest_reg_flops: 4
  fillers: 397
  finalInstanceArea_um2: 347
  fin_util_pct: 10.1
  layout_top_cell: "clkdlybuf4s50_1"
  syn_to_final_growth_pct: 67.9
  reg.largest.list: "counter_up_down: 4 flops"
  layout.cells.most_common_list: "clkdlybuf4s50_1 (6), inv_1 (5), dfrtp_1 (4)"
yosys:
  ys_sh_simple_pct: 0
  yosysUniqueCellTypes: 8
  ys_sh_aoi_pct: 7.88
  top_logic_kind: "adder cells"
  ys_seq_share_pct: 48.5
  syn_area_per_cell_um2: 12.1
  numSynthFlops: 4
  xor_area_share_pct: 12.7
  ys_area_um2: 206
  syn_area_um2: 206
  yosysCellCount: 17
  ys_sh_adder_pct: 21.8
  ys_warn_count: 1
  mux_area_share_pct: 0
  synth_cells: 17
routing:
  antennaDiodeCount: 0
  drtPass1Iterations: 2
  ant_nets: 0
  post_drt_wl_per_cell_um: 5.42
  wirelength_um: 390
  vias: 145
  drc: 0
  drtIter0Drc: 1
  via_per_inst: 2.01
power:
  peakVddDrop_v: 0.000132
  leakagePower_uw: 0.000149
  power.density_mw_per_mm2: 1100
clock_network:
  cts_buffer_depth: 2
  cts.sinks: 4
  cts_tree: "built"
  cts_setup_buffers: 0
  cts_made_buffers: 3
  clk_pin_slew_ns: 0.04
  cts-root-buf: "clkbuf_4"
  h-tree-depth: 1
  cts-resized-gates: 0
  cts_hold_buf: 0
  insertion_delay_ns: 0.23
timing:
  relSlewSlack_pct: 88.0
  setup_slack_ns: 0.577
  fin_hold_ws_ns: 0.375
  hold_viol: 0
  skew_ns: 0.00747
  finalClockPeriodUsage_pct: 72.5
  worst_pin_slew_ns: 0.179
  rsz0062_at_grt: "false"
  slew_viol_final: 0
  fin_tns_setup_ns: 0
  fmax_mhz: 657
  setup_viol: 0
  fin_crit_ns: 1.52
placed_design:
  place_congestion: 0.705
  io_buffers: 6
  pre_cts_ws_ns: 0.323
  placed_area_um2: 324
  hpwlAfterDp_um: 335
setup_path:
  endpoint_kind: "register"
  crit_buf_inv: 1
  slowest_delay_ns: 0.55
  r2r-end: "counter_up_down[3]"
  cp.arrival_ns: 1.68
  crit_path_cell_trace: "clkdlybuf4s50_1 -> ha_1 -> a21o_1 -> a21oi_2 -> xnor2_1"
  crit_fanout: 4
  critPathKind: "input pin to register"
  ff2ff_path_depth: 4
  r2r_slack_ns: 0.92
  r2r-start: "counter_up_down[1]"
  crit_path_top_delay_cell: "clkdlybuf4s50_1"
  cp.required_ns: 2.26
  path_delay_family: "buffers and inverters"
  setup.worst_path.start_class: "input pin"
run:
  tool_warnings: 25
  maxCapViolations: 0
min_path:
  hold_path_class: "input pin to asynchronous set/reset pin"
logic make-up (layout without fill, tap and decap cells):
group           after synthesis  in the layout
fa+ha+maj                     3              3
flops                         4              4
xor+xnor                      3              3
buf+inv                       5             14
compound gates                2              2
Yosys cell counts:
| master | n | share of area [%] |
|---|---|---|
| inv_1 | 5 | 9.1 |
| xnor2_1 | 2 | 8.5 |
| xor2_1 | 1 | 4.2 |
| a21oi_2 | 1 | 4.2 |
| dfrtp_1 | 4 | 48 |
| a21o_1 | 1 | 3.6 |
| fa_1 | 1 | 9.7 |
| ha_1 | 2 | 12 |
area by class of cell:
| class | count | area [um^2] | share of cell area, % |
|---|---|---|---|
| sequential | 4 | 100 | 28.9 |
| multi-input combinational | 8 | 87.6 | 25.3 |
| timing repair buffer | 6 | 60.1 | 17.3 |
| tap | 46 | 57.6 | 16.6 |
| clock buffer | 3 | 22.5 | 6.50 |
| inverter | 5 | 18.8 | 5.42 |
metal layers:
| metal | part of all wire (%) | up-vias | track usage, % |
|---|---|---|---|
| met1 | 35 | 66 | 1.28 |
| li1 | - | 70 | - |
| met4 | 0 | 0 | 0.704 |
| met5 | 0 | - | 0 |
| met3 | 23 | 0 | 0.909 |
| met2 | 42 | 9 | 2.17 |
how the worst max path moves through the flow:
stage,startpoint,depth (start not counted),end
5_1_grt,up_down,5,counter_up_down[3]
4_1_cts,up_down,4,counter_up_down[1]
6_report,up_down,5,counter_up_down[3]
worst register-to-register path: cells and delay by family (launching register included):
family / cells / cell delay, ns
compound gates: 2 / 0.32
xor+xnor: 1 / 0.12
fa+ha+maj: 1 / 0.27
flops: 1 / 0.39
through the flow:
step,cells,total power [uW]
2_1_floorplan,17,211
5_1_grt,72,421
6_report,72,380
4_1_cts,72,391
3_3_place_gp,69,287
3_5_place_dp,69,293
power breakdown:
part / internal [uW] / leakage (uW) / total, uW / switching, uW
registers: 109 / 0.0000496 / 129 / 19.9
clock network: 63.7 / 0.0000138 / 92.6 / 28.9
logic: 104 / 0.0000859 / 158 / 53.9
total: 277 / 0.000149 / 380 / 103
No activity file was given, so power comes from the tool's default toggle rates.
